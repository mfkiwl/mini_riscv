[design/flow/config.mk]
export PLATFORM = sky130hd
export DESIGN_NAME = imm_joint
export DESIGN_NICKNAME = imm_joint
export VERILOG_FILES = /design/flow/design.v
export SDC_FILE = /design/flow/constraint.sdc
export NUM_CORES = 4
export LEC_CHECK = 1
export CORE_AREA = 10 10 70 70
export DIE_AREA = 0 0 80 80
[design/flow/constraint.sdc]
current_design imm_joint

set clk_period 6.7
set clk_io_pct 0.2

create_clock -name clk0 -period $clk_period

set non_clock_inputs [all_inputs -no_clocks]
set_input_delay [expr $clk_period * $clk_io_pct] -clock clk0 $non_clock_inputs
set_output_delay [expr $clk_period * $clk_io_pct] -clock clk0 [all_outputs]
[design/flow/design.v]
module imm_joint (
    input [31:0] Instr,
    input [2:0] ExtOp,
    output reg [31:0] imm
);
    wire [31:0] immI;
    wire [31:0] immS;
    wire [31:0] immB;
    wire [31:0] immU;
    wire [31:0] immJ;
    assign immI = {{20{Instr[31]}}, Instr[31:20]};
    assign immU = {Instr[31:12], 12'b0};
    assign immS = {{20{Instr[31]}}, Instr[31:25], Instr[11:7]};
    assign immB = {{20{Instr[31]}}, Instr[7], Instr[30:25], Instr[11:8], 1'b0};
    assign immJ = {{12{Instr[31]}}, Instr[19:12], Instr[20], Instr[30:21], 1'b0};
    always @(*) begin
        case (ExtOp)
            3'b000 : 
                begin
                    imm = immI;
                end
            3'b001 : 
                begin
                    imm = immU;
                end
            3'b010 : 
                begin
                    imm = immS;
                end
            3'b011 :
                begin
                    imm = immB;
                end
            3'b100 : 
                begin
                    imm = immJ;
                end
            default :
                begin
                    imm = 32'bx;
                end
        endcase
    end
endmodule
[design/flow/run.sh]
#!/bin/bash
# OpenROAD 26Q1-2900-gdf79404cd8, Yosys 0.63+post, stock flow scripts
make -C /OpenROAD-flow-scripts/flow DESIGN_CONFIG=/design/flow/config.mk WORK_HOME=/design/flow/orfs finish
==> notes.md <==
flow finished, numbers: status=complete, no violations, core area=3420 µm², Resize count post-CTS=0, WL per Instance=13.2 µm, Via density=about 3.8, critical path arrival=3610 ps, drt pass-1 iters=2, relative slew slack=56.3%, initial DRC count=6, Post-Syn Instances=56, most used logic cell in the final layout=clkdlybuf4s50_1, Critical Path Start Type=input pin, Seq pwr share=0%, cell count in the Yosys report=approximately 56, HPWL after DPL=1800 µm, RSZ-0062 raised after global routing=false, Final Max Tran Viols=0, Synth area leader=a21o_1, Final min period=4950 ps, total die size=approximately 6400 µm², clock power share=0%, vias=between 500 and 600, input/output buffers=60, Ant. Diodes=0, fraction of layout instances using a drive strength above 1=3.60%, final hold viol count=0, Ys Warns=1, WHS Path Cells=4, Comb pwr share=100.0%, row cnt=21, min-delay src=Instr[17], hold_buf cts=0, worst slew pin tran=654 ps, Psw=0.0000197 W, vias in the first global route=627, maxcap violations=0, first-pass GRT wire length=3130 µm, Reg area=0 µm², distinct lib cells=19, sw frac=~29%, Sum Neg Setup Slack=0 ps, synthesis-to-layout area growth=152%, CLK BUF=0, largest net degree at the start of global routing=19, initial antenna violation count=0, Die X=80 µm, P_leak=0.460 nW, io pins=67, Mapped Area=409 µm², Crit Path Max Fanout=18, YS chip area=409 µm², Total GRT Usage=5.91%, Largest cells by area=a21o_1, o31ai_1, a22o_1, Final Core Density=a little under a third, Internal=approximately 0.00005 W, sequential cell count=0, Worst Hold End=imm[17], Top-area cell share=20.2%, CP required=5360 ps, kind of critical path=input pin to output port, maximum clock rate=0.202 GHz, commonest non-fill, non-tap cells in the layout=clkdlybuf4s50_1, a21o_1, o31ai_1, inv_1, nor2b_1, GP Congestion=0.734, Seq/Total Area, Yosys=0%, # setup viols final=0, CP endpoint kind=output port, Final Cycle Share=about three quarters, Worst Hold Class=input pin to output port, fp util=a little under an eighth, grt total ovfl=0, Log Warnings=39, DIE HEIGHT=80 µm, Syn Area/Cell=between 7 and 8 µm², Antenna Nets Post-Route=0, post-CTS setup buffers=0, Total Wirelength=roughly 2100 µm, pwr dens=67.1 nW/µm², Max VDD drop=~0.027 mV, DRC=0
## cell type report
cell class,instances,area (µm²)
timing repair buffer,60,601
tap,46,57.6
multi-input combinational,42,339
inverter,9,33.8
fill,371,2380
## critical path, cell delays in order
cell,delay (ps)
clkdlybuf4s50_1,710
nor3b_4,690
nor2b_2,230
a21o_1,210
clkdlybuf4s50_1,420
## Yosys cell counts
cell type,n
nor2b_1,5
a221oi_1,1
buf_4,2
xnor2_2,1
o21ai_2,1
o211ai_1,1
nor2b_2,1
o31ai_1,9
a22o_1,4
mux2i_1,2
and2b_1,2
nand2b_1,1
buf_2,2
o21bai_1,1
inv_1,9
a21o_1,11
nor3b_4,1
buf_6,1
a21oi_1,1
## per-stage QoR
| stage | total power [W] | area, µm² | instances | hold WS [ps] | setup slack [ps] |
|---|---|---|---|---|---|
| 3_3_place_gp | 0.0000703 | 1030 | 157 | 3600 | 1730 |
| 3_5_place_dp | 0.0000708 | 1030 | 157 | 3600 | 1700 |
| 6_report | 0.0000691 | 1030 | 157 | 3600 | 1750 |
| 4_1_cts | 0.0000714 | 1030 | 157 | 3610 | 1700 |
| 5_1_grt | 0.0000763 | 1030 | 157 | 3630 | 1610 |
| 2_1_floorplan | 0.0000194 | 409 | 56 | 2710 | 3210 |
## logic make-up (layout without fill, tap and decap cells)
group / Yosys count / count (layout) / synth area share, %
and+or+nand+nor: 10 / 10 / 19.6
AOI/OAI and AO/OA: 29 / 29 / 54.4
xor gates and xnor gates: 1 / 1 / 3.98
buffers and inverters: 14 / 69 / 17.1
muxes: 2 / 2 / 4.89
## worst max path at each step
stage                     from      end  slack, ps  cells past startpoint
after global routing  ExtOp[1]  imm[22]       1610                      5
after CTS             ExtOp[1]  imm[20]       1700                      5
final                 ExtOp[1]  imm[20]       1750                      5
## routing by layer
metal | wire, µm | track usage [%] | up-vias
met1 | 873 | 6.99 | 240
li1 | - | - | 313
met2 | 852 | 9.23 | 39
met3 | 350 | 3.98 | 0
met5 | 0 | 0 | -
met4 | 0 | 0 | 0
## power groups by stage
stage                 combinational, W  clock [W]  sequential, W
after CTS                    0.0000714          0              0
after global routing         0.0000763          0              0
final                        0.0000691          0              0
Power figures rest on the tool's default switching activity, not on a simulated workload.
