--- config.mk ---
export PLATFORM = sky130hd
export DESIGN_NAME = mem
export DESIGN_NICKNAME = mem
export VERILOG_FILES = /design/flow/design.v
export SDC_FILE = /design/flow/constraint.sdc
export NUM_CORES = 4
export LEC_CHECK = 1
export CORE_UTILIZATION = 50
export SYNTH_MEMORY_MAX_BITS = 65536
--- constraint.sdc ---
current_design mem

set clk_period 2.8
set clk_io_pct 0.2

create_clock -name clk0 -period $clk_period [get_ports {Clk}]

set non_clock_inputs [all_inputs -no_clocks]
set_input_delay [expr $clk_period * $clk_io_pct] -clock clk0 $non_clock_inputs
set_output_delay [expr $clk_period * $clk_io_pct] -clock clk0 [all_outputs]
--- design.v ---
module mem (
    input [31:0] Addr,
    input WrEn,
    input Clk,
    input DataIn,
    output reg [31:0] Memout
);
    reg [31:0] mem [255:0];  
    always @ (posedge Clk) begin
        if (WrEn) begin
            mem[Addr] <= DataIn;
        end
        else begin
            Memout <= mem[Addr];
        end
    end
endmodule
--- run.sh ---
#!/bin/bash
# OpenROAD 26Q1-2900-gdf79404cd8, Yosys 0.63+post, stock flow scripts
make -C /OpenROAD-flow-scripts/flow DESIGN_CONFIG=/design/flow/config.mk WORK_HOME=/design/flow/orfs finish
==> flow_metrics.py <==
# Auto-generated metrics
metrics = {
    "cells_and_area": {
        "fin_util_pct": 59.0,
        "syn_to_final_growth_pct": 14.5,
        "drive_above_1_share_pct": 20.1,
    },
    "synth": {
        "synthDistinctLibCells": 24,
        "yosys_area_um2": 11400,
        "ys_sh_simple_pct": 11.9,
        "fa_ha_area_share_pct": 0,
        "ys_sh_xor_pct": 0,
        "synth.logic.top_family": "multiplexers",
        "netlist_instances": 798,
        "ys_sh_mux_pct": 12.7,
        "syn_area_um2": 11400,
        "avgSynthCellArea_um2": 14.3,
        "yosysSeqAreaShare_pct": 67.8,
        "ys_warn_count": 1,
        "synth-seq-cells": 257,
        "synth.cellmix.compoundShare_pct": 2.97,
        "ys_cells": 798,
    },
    "pwr": {
        "p_clk_share_pct": 44.4,
        "power_density_nw_per_um2": 654,
        "p_sw_share_pct": 19.6,
        "switchingPower_mw": 1.67,
        "vdd_drop_max_mv": 0.342,
        "power.leakage_nw": 4.07,
        "p_seq_share_pct": 49.9,
        "internal_power_mw": 6.84,
        "combPwrFrac_pct": 5.8,
    },
    "grt": {
        "use_met2_pct": 34.9,
        "grt_use_met3_pct": 15.1,
        "grt_pass1_vias": 6787,
        "antenna_found_initial": 0,
        "grt_max_degree": 110,
        "overflow": 0,
        "busiest_layer": "met1",
        "grt_pass1_wl_um": 38000,
        "grt_usage_pct": 24.2,
        "grtUsageMet1_pct": 36.1,
    },
    "floorplan": {
        "placementRows": 54,
        "ios": 67,
        "die_area_um2": 23400,
        "core_util_floorplan_pct": 51.5,
        "die_h_um": 153,
        "core_area_um2": 22100,
        "die_w_um": 153,
    },
    "routing": {
        "first_pass_iters": 5,
        "drt_iter0_drc": 400,
        "drc": 0,
        "avgRoutedWirePerCell_um": 21.6,
        "insertedDiodeCount": 0,
        "routed_via_density": 5.76,
        "ant_nets": 0,
        "num_vias": 6517,
        "wl_um": 24500,
    },
    "critical_path": {
        "end_kind": "flop",
        "critical_path_arrival_ns": 2.47,
        "cp_max_fo": 13,
        "start_kind": "input pin",
        "rrSetupSlack_ns": 0.71,
        "crit_required_ns": 3.04,
        "path_class": "in -> reg",
    },
    "final_timing": {
        "worst_slew_pin_slew_ns": 0.695,
        "skew_ns": 0.00510,
        "setup_viol": 0,
        "drv_slew": 0,
        "whs_ns": 0.572,
        "relSlewSlack_pct": 53.7,
        "finalSetupTns_ns": 0,
        "grt_setup_unrepaired": "no",
        "fmax_mhz": 449,
        "final_hold_viol_count": 0,
        "period_needed_ns": 2.22,
        "fin_crit_sh_pct": 79.5,
    },
    "clock_network": {
        "h-tree-depth": 1,
        "clk_path_buf_depth": 3,
        "cts_buffers": 27,
        "cts_root_buffer": "clkbuf_16",
        "ctsHoldBuffers": 0,
        "cts_setup_buffers": 0,
        "clkSinkCount": 257,
        "cts_tree": "yes",
        "cts_repair_resize_count": 0,
        "clock.latency.late_pin_ns": 0.52,
        "clk_pin_slew_ns": 0.06,
    },
    "run": {
        "max_cap_violations": 0,
        "warnings": 51,
    },
    "placement": {
        "finalWeightedCongestion": 0.851,
        "numPortBuffers": 11,
        "dp_hpwl_um": 14800,
    },
    "status": {
        "status": "completed",
    },
    "worst_hold_path": {
        "hp-class": "in -> reg",
    },
}
area by class of cell:
class | count | area, µm²
clock buffer | 33 | 698
clock inverter | 14 | 245
fill | 1629 | 9070
inverter | 1 | 3.75
multi-input combinational | 474 | 3260
sequential | 257 | 7720
tap | 280 | 350
timing repair buffer | 72 | 752
cells in the mapped netlist (all sizes together):
cell / count / area (µm²)
o211ai: 1 / 12.5
nand3: 19 / 95.1
nor2: 245 / 920
a22oi: 32 / 240
nand2b: 5 / 31.3
and3: 1 / 6.26
buf: 41 / 313
nand4: 3 / 18.8
inv: 1 / 3.75
and2: 2 / 12.5
mux4: 64 / 1440
or3: 3 / 18.8
or2: 1 / 6.26
a22o: 8 / 70.1
conb: 1 / 3.75
edfxtp: 257 / 7720
nor3: 15 / 75.1
nand2: 33 / 124
o21ai: 3 / 15.0
clkbuf: 55 / 206
nor2b: 8 / 50.1
placed cells by master, fill, tap and decap left out, drive strengths merged:
master,n
bufinv,7
mux4,64
inv,1
nor2,245
or3,3
o211ai,1
buf,64
conb,31
clkbuf,33
nor2b,8
nand3,19
clkdlybuf4s50,8
clkinv,7
nand2b,5
a22o,8
o21ai,3
nand4,3
and3,1
nand2,33
a22oi,32
edfxtp,257
and2,2
nor3,15
or2,1
final timing paths:
kind | depth (start not counted) | endpoint | from
worst max-delay path | 8 | Memout[0] | Addr[3]
worst min-delay path | 1 | mem[107][0] | DataIn
worst max register to register | 6 | Memout[0] | mem[115][0]
worst min register to register | 6 | Memout[0] | mem[143][0]
logic make-up after synthesis:
family	count (synthesis)
compound gates	44
mux	64
other cells	1
simple gates	335
buf+inv	97
flops	257
power by group through the flow:
stage	logic (mW)	registers (mW)	clock network, mW
4_1_cts	0.498	4.24	3.83
5_1_grt	0.536	4.24	3.99
6_report	0.491	4.25	3.78
registers in the layout (all words and copies together), names as in the netlist:
name / count
mem: 256
Memout: 1
metrics by stage:
| step | power, mW | std cells | area, µm² | setup slack (ns) |
|---|---|---|---|---|
| final | 8.51 | 1131 | 13000 | 0.575 |
| after global routing | 8.77 | 1131 | 13000 | 0.502 |
| after CTS | 8.57 | 1131 | 13000 | 0.604 |
| after detailed placement | 4.82 | 1084 | 12100 | 0.0601 |
| after global placement | 4.81 | 1084 | 12100 | 0.0673 |
| after floorplan | 4.62 | 828 | 11500 | 0.448 |
per-layer routing:
layer | routed length, µm | part of all wire (%)
met1 | 9290 | 38
met2 | 11300 | 46
met3 | 3570 | 15
met4 | 330 | 1.3
met5 | 0 | 0
worst max-delay path: stages:
cell             delay (ns)
clkdlybuf4s50_1        0.53
nor2b_2                0.25
buf_12                 0.17
a22oi_1                0.24
nand2_1                0.09
a22o_1                 0.19
o21ai_1                0.28
nand4_1                0.14
Power is estimated from default activity; no workload was simulated.
