**flow/run.sh**
```bash
#!/bin/bash
# OpenROAD 26Q1-2900-gdf79404cd8, Yosys 0.63+post, stock flow scripts
make -C /OpenROAD-flow-scripts/flow DESIGN_CONFIG=/design/flow/config.mk WORK_HOME=/design/flow/orfs finish
```
**flow/config.mk**
```make
export PLATFORM = sky130hd
export DESIGN_NAME = reg_32
export DESIGN_NICKNAME = reg_32
export VERILOG_FILES = /design/flow/design.v
export SDC_FILE = /design/flow/constraint.sdc
export NUM_CORES = 4
export LEC_CHECK = 1
export CORE_UTILIZATION = 40
```
**flow/constraint.sdc**
```tcl
current_design reg_32

set clk_period 5.1
set clk_io_pct 0.2

create_clock -name clk0 -period $clk_period [get_ports {Clk}]

set non_clock_inputs [all_inputs -no_clocks]
set_input_delay [expr $clk_period * $clk_io_pct] -clock clk0 $non_clock_inputs
set_output_delay [expr $clk_period * $clk_io_pct] -clock clk0 [all_outputs]
```
**flow/design.v**
```verilog
module reg_32 (
    input [4:0] Rw,
    input [4:0] Ra,
    input [4:0] Rb,
    input RegWr,
    input [31:0] busW,
    input Clk,
    output wire [31:0] busA,
    output wire [31:0] busB
);
    reg [31:0] reg_32 [31:0];
    assign busA = reg_32[Ra];
    assign busB = reg_32[Rb];
    always @ (posedge Clk) begin
        if (RegWr) begin
            reg_32[Rw] <= busW;
        end
    end
endmodule
```
==> commit_impl_results.txt <==
Update PnR metrics after Yosys + OpenROAD run

- Post-route period utilization is reported as 0.938.
- Max Cap Violations: 0
- And-or/or-and share of the synthesized area: 0.0804
- Maximum fanout along the worst path: 29
* Remaining global-route overflow: 0
* Tmin final: 4.78 ns
- Mux contribution to synthesized area: 0.210
* Floorplan-stage core utilization: 0.405
- Final Total Pwr: 0.0188 W
* Leakage power figure: 20.7 nW
- Nets still carrying antenna violations after routing amount to 0.
- Entering global routing, the biggest net connects 69 pins.
- Per the detail_route report, routed wire per instance is 28.8 um.
* Fmax achieved: 209 MHz
- Once layout is done, the placed cells without fillers occupy 0.0564 mm2.
- The critical path's slowest stage uses the library cell sky130_fd_sc_hd__clkdlybuf4s50_1.
- Most common flop cell mapped by yosys: sky130_fd_sc_hd__edfxtp_1
* HPWL reported at the end of detailed placement: 89,600 um
* Residual DRC count: 0
- RD Place Congestion: 0.883
* CP arrival: 3.76 ns
- Dividing the synthesized area by the synthesized cell count gives 14.4 um2.
- In this run, CTS created clock tree buffers numbering 106.
* DIE WIDTH: 351 um
- Cell type contributing the most total cell area after synthesis: sky130_fd_sc_hd__edfxtp_1
- Type of element capturing the critical path: output port
* Y dimension of the die: 351 um
* Top cell family by delay on the critical path: buffers and inverters
* Area growth from synthesis to final layout: 15.5%
- Initial antenna violation count: 5
- Summing over every cut layer, the via total after detailed routing is 31,135.
* Area reported by Yosys stat: 0.0488 mm2
- The transition time recorded at the tightest slew-check pin is 0.839 ns.
- Register ranked first by flip-flop count: reg_32
- The first global-routing pass estimated 219,000 um of wire.
- The routed design shows a via density per instance of 5.90.
- The critical path endpoint has a required time of 4.08 ns.
* Overall global routing resource usage: 0.265
* TritonCTS clock tree: yes
- For this run, the register share of the synthesized area comes to 0.630.
- After synthesis, the most frequently instantiated cells are sky130_fd_sc_hd__edfxtp_1 (1,024), sky130_fd_sc_hd__mux2i_1 (1,024), sky130_fd_sc_hd__nand2_1 (195), sky130_fd_sc_hd__nand3_1 (194).
- Along the worst hold path, the cell count comes to 2.
- Number of flip-flops in the largest register: 1,024
- Share of post-route cells with drive strength above 1: 0.113
* Number of buffers inserted by hold repair at cts: 0
- After clock tree synthesis, the setup repair step added 0 buffers.
- Per the CTS log, the maximum H-tree level is 3.
- The number of clock sinks came to 1,024.
- Resized Gates After CTS: 0
* Critical Path Most Common Cell: sky130_fd_sc_hd__clkdlybuf4s50_1
* Adder share: 0
- The number of different library cells used by synthesis comes to 23.
- The tree is rooted in a sky130_fd_sc_hd__clkbuf_16.
- Via count of the first global-routing pass: 31,805
- Buffer and inverter count on the worst path: 3
* Initial DRC count: 2,037
- Total die area: 0.123 mm2
* Power per standard cell area: 333 mW/mm2
- The first detailed-routing pass took 5 iterations.
* Maximum buffer depth of the clock tree: 3
- Cell count after synthesis: 3,386
- From the final report, the count of setup violators was given as 0.
* Number of pins with negative max-slew slack in the final report: 0
* Yosys reg bits: 1,024
- Among all stages on the critical path, the maximum delay recorded is 0.68 ns.
* Post-route non-filler standard cell count: 5,273
* Hold path start: busW[18]
* Top-area cell type share of the netlist area: 0.630
* Crit start category: primary input
- Per the synthesis report, the XOR/XNOR share of the synthesized area is 0.
- In the CTS report, the clock slew at the register clock pins of the worst setup and hold paths is listed as 0.06 ns.
* Hold worst-path end: reg_32[25][18]$_DFFE_PP_
- The worst pin sits at a relative slew slack of 0.440.
* Setup repair after global routing missed its margin: false
- The critical path is of the primary input to output port type.
- In this run, the synthesized area fraction spent on and/or/nand/nor cells is recorded as 0.0471.
- By area the synthesized netlist is led by sky130_fd_sc_hd__edfxtp_1 (63%), sky130_fd_sc_hd__mux2i_1 (21%), sky130_fd_sc_hd__a22oi_1 (3.0%).
* Ports: 113
* Number of core rows: 127
- Placed cell areas: 0.0530 mm2
- Biggest regs: reg_32: 1024 flops
- The post-synth count of flops with an enable pin is 1,024.
- Endpoints failing hold in the final report were tallied at 0.
- Worst min path class: primary input to register
* Warnings from Yosys: 1
- Port-buffer cells: 112
- Number of instances in the placed design: 5,074
- The synthesis run identifies the leading combinational cell family as multiplexers.
* Overall routed net length: 152,000 um
- Across all stage logs, warnings added up to 26.
* Placeable core area: 0.120 mm2
* Post-synthesis instance area: 0.0488 mm2
- Max VDD drop: 0.282 mV
* CP Cell Sequence: clkdlybuf4s50_1 -> and2_4 -> buf_12 -> a22oi_1 -> a31oi_1 -> nand3_1 -> clkdlybuf4s50_1
* Setup TNS Final: 0 ns
- Number of cells in Yosys stat: 3,386
- Yosys reported that registers with async set or reset make up 0.
* Run status: finished clean
==> per-stage QoR <==
stage | hold WS (ns) | setup WS, ns | util
finish | 1.15 | 0.319 | 0.468
global route | 1.17 | 0.193 | 0.468
CTS | 1.12 | 0.335 | 0.468
detailed placement | 1.84 | 0.348 | 0.440
global placement | 1.84 | 0.342 | 0.440
floorplan | 1.12 | 1.65 | -
==> metal layers <==
| metal | GRT usage | share of wire | up-vias |
|---|---|---|---|
| met5 | 0.00196 | 0.00053 | - |
| met4 | 0.0675 | 0.034 | 10 |
| met3 | 0.152 | 0.14 | 282 |
| met2 | 0.396 | 0.46 | 1638 |
| met1 | 0.346 | 0.36 | 15416 |
| li1 | - | - | 13789 |
==> cells in the final DEF (no fill, tap or decap), drive strengths merged <==
cell type,count
a21oi,192
nor2b,4
nand2,195
inv,3
nand3,194
buf,219
diode,1
mux2i,1024
and2,2
edfxtp,1024
a22o,128
nor3,64
nand3b,5
or3b,3
clkinv,50
clkdlybuf4s50,110
clkbuf,134
or2,2
a22oi,192
bufinv,11
nor2,35
nand2b,4
or3,1
a31oi,64
==> cells by family after synthesis <==
group           Yosys count
buf+inv                 253
simple gates            509
compound gates          576
mux                    1024
flops                  1024
==> how the worst max path moves through the flow <==
| stage | start | to | cells after the start |
|---|---|---|---|
| after CTS | Ra[0] | busA[15] | 8 |
| after global routing | Rb[2] | busB[2] | 7 |
| final | Rb[2] | busB[2] | 7 |
==> where the power goes <==
part / switching, W / internal (W) / leakage [nW]
Clock: 0.00319 / 0.00439 / 1.65
Combinational: 0.00108 / 0.000719 / 9.87
Sequential: 0.0000397 / 0.00936 / 9.22
Total: 0.00432 / 0.0145 / 20.7
==> area by class of cell <==
cell class,count,area (um2)
Multi-Input combinational cell,2109,16800
Timing Repair Buffer,329,3460
Sequential cell,1024,30700
Tap cell,1612,2020
Antenna cell,1,2.50
Fill cell,10397,64100
Clock buffer,134,2780
Clock inverter,64,579
Power figures rest on the tool's default switching activity, not on a simulated workload.
